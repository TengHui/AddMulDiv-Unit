==> ./design.v <==
module BoothBase
(
    input neg,  
    input pos,  
    input neg2, 
    input pos2, 
    input [1:0] x,  
    output p
);
assign p = (neg&~x[1]) | (neg2&~x[0]) | (pos&x[1]) | (pos2&x[0]);
endmodule
module BoothInterBase
(
    input [2:0] y,  
    input [63:0] x,
    output [63:0] p,
    output c  
);
wire neg,pos,neg2,pos2;
BoothSelectSignal u_BoothSelectSignal(
    .y(y),
    .neg(neg),
    .pos(pos),
    .neg2(neg2),
    .pos2(pos2)
);
BoothBase u_BoothBase(
    .neg(neg),
    .pos(pos),
    .neg2(neg2),
    .pos2(pos2),
    .x({x[0],1'b0}),
    .p(p[0])
);
generate
    genvar i;
    for(i=1;i<64;i=i+1) begin
        BoothBase us_BoothBase(
            .neg(neg),
            .pos(pos),
            .neg2(neg2),
            .pos2(pos2),
            .x(x[i:i-1]),
            .p(p[i])
        );
    end
endgenerate
assign c = neg || neg2;
endmodule
module BoothSelectSignal
(
    input [2:0] y,  
    output neg,  
    output pos,  
    output neg2, 
    output pos2  
);
assign neg = (y[2]&~y[1]&y[0]) | (y[2]&y[1]&~y[0]);
assign pos = (~y[2]&~y[1]&y[0]) | (~y[2]&y[1]&~y[0]);
assign neg2 = y[2]&~y[1]&~y[0];
assign pos2 = ~y[2]&y[1]&y[0];
endmodule
module adder(
    input [2:0] data,
    output cout,
    output s
);
assign s = data[2] ^ data[1] ^ data[0];
assign cout = data[2] & data[1] | (data[0] & (data[2] ^ data[1]));
endmodule
module mul
(
    input rst,
    input clk,
    input sign,
    input [31:0] x,
    input [31:0] y,
    output [63:0] result
);
wire [63:0] ex_x;
wire [33:0] ex_y;
assign ex_x = sign ? {{32{x[31]}},x} : {32'b0,x};
assign ex_y = sign ? {{2{y[31]}},y} : {2'b0,y};
wire [16:0] carry;
wire [63:0] part_res [16:0];
BoothInterBase ufirst_BoothInterBase(
        .y({ex_y[1:0],1'b0}), 
        .x(ex_x), 
        .p(part_res[0]), 
        .c(carry[0])
    );
generate
    genvar i;
    for(i=2;i<=32;i=i+2) begin
        BoothInterBase ui_BoothInterBase(
            .y(ex_y[i+1:i-1]),
            .x(ex_x<<i),
            .p(part_res[i>>1]),
            .c(carry[i>>1])
        );
    end
endgenerate
reg [16:0] carry_stage;
reg [16:0] part_res_stage [63:0];
integer m,n;
always @(posedge clk or posedge rst) begin
    if(rst) begin
        carry_stage <= 17'b0;
        for(m=0;m<64;m=m+1) begin
            part_res_stage [m] <= 17'b0;
        end
    end
    else begin
        carry_stage <= carry;
        for(m=0;m<64;m=m+1) begin
            for(n=0;n<17;n=n+1) begin
                part_res_stage[m][n] <= part_res[n][m];
            end
        end
    end
end
wire [13:0] wallace_carry [64:0];
wire [63:0] c_res,s_res;
wallace17 ufirst_wallace17(
        .in_data(part_res_stage[0]), 
        .cin(carry_stage[13:0]), 
        .cout(wallace_carry[1]),
        .c(c_res[0]),
        .s(s_res[0])
    );
generate
    genvar k;
    for(k=1;k<64;k=k+1) begin
        wallace17 ufirst_wallace17(
            .in_data(part_res_stage[k]), 
            .cin(wallace_carry[k]), 
            .cout(wallace_carry[k+1]),
            .c(c_res[k]),
            .s(s_res[k])
        );
    end
endgenerate
assign result = s_res + {c_res[62:0],carry_stage[14]} + carry_stage[15];
endmodule
module wallace17
(
    input [16:0] in_data,
    input [13:0] cin,
    output [13:0] cout,
    output c,s
);
wire [4:0] first_s;
adder first1 (.data(in_data[04:02]), .cout(cout[0]), .s(first_s[0]));
adder first2 (.data(in_data[07:05]), .cout(cout[1]), .s(first_s[1]));
adder first3 (.data(in_data[10:08]), .cout(cout[2]), .s(first_s[2]));
adder first4 (.data(in_data[13:11]), .cout(cout[3]), .s(first_s[3]));
adder first5 (.data(in_data[16:14]), .cout(cout[4]), .s(first_s[4]));
wire [3:0] second_s;
adder second1 (.data(cin[2:0]                   ), .cout(cout[5]), .s(second_s[0]));
adder second2 (.data({in_data[0],cin[4:3]}      ), .cout(cout[6]), .s(second_s[1]));
adder second3 (.data({first_s[1:0],in_data[1]}  ), .cout(cout[7]), .s(second_s[2]));
adder second4 (.data(first_s[4:2]               ), .cout(cout[8]), .s(second_s[3]));
wire [1:0] third_s;
adder third1 (.data({second_s[0],cin[6:5]} ), .cout(cout[09]), .s(third_s[0]));
adder third2 (.data(second_s[3:1]          ), .cout(cout[10]), .s(third_s[1]));
wire [1:0] fourth_s;
adder fourth1 (.data(cin[9:7]               ), .cout(cout[11]), .s(fourth_s[0]));
adder fourth2 (.data({third_s[1:0],cin[10]} ), .cout(cout[12]), .s(fourth_s[1]));
wire fifth_s;
adder fifth1 (.data({fourth_s[1:0],cin[11]}), .cout(cout[13]), .s(fifth_s));
adder sixth1 (.data({fifth_s,cin[13:12]}), .cout(c), .s(s));
endmodule
==> ./run.sh <==
#!/bin/bash
# OpenROAD 26Q1-2900-gdf79404cd8, Yosys 0.63+post, stock flow scripts
make -C /OpenROAD-flow-scripts/flow DESIGN_CONFIG=/design/flow/config.mk WORK_HOME=/design/flow/orfs finish
==> ./config.mk <==
export PLATFORM = sky130hd
export DESIGN_NAME = mul
export DESIGN_NICKNAME = mul
export VERILOG_FILES = /design/flow/design.v
export SDC_FILE = /design/flow/constraint.sdc
export NUM_CORES = 4
export LEC_CHECK = 1
export CORE_UTILIZATION = 30
export SYNTH_HDL_FRONTEND = slang
==> ./constraint.sdc <==
current_design mul

set clk_period 26.2
set clk_io_pct 0.2

create_clock -name clk0 -period $clk_period [get_ports {clk}]

set non_clock_inputs [all_inputs -no_clocks]
set_input_delay [expr $clk_period * $clk_io_pct] -clock clk0 $non_clock_inputs
set_output_delay [expr $clk_period * $clk_io_pct] -clock clk0 [all_outputs]
==> flow_summary.toml <==
# generated from flow reports
[place]
place_congestion = 0.9563
dpl-instance-area_mm2 = 0.05550
dp.cells = 7309
port_buffers = 130
dp_hpwl_mm = 131.3

[cells_and_area]
design_area_mm2 = 0.05774
drive_gt1_share_pct = 6.426
area_growth_pct = 11.12
final-instance-count-excl-fill = 7440
lay_top_cells = "inv_1, fa_1, dfrtp_1"
final_common_cell = "inv_1"
fin_util_pct = 33.62

[critical_path]
crit_fanout = 8
worstSetupEndpointType = "output pin"
worstPathArrival_ns = 9.27
required_ns = 20.96
path_class = "register to output pin"
worstSetupStartpointType = "register"

[clock_tree]
numCtsBuffers = 68
clockBufferDepth = 3
cts_hold_buf = 0
cts_tree = "built"
cts_setup_buffers = 0
h-tree-depth = 3
ctsResizeCount = 0
clkSinkCount = 593
clk_pin_slew_ns = 0.06
cts_root_buf = "clkbuf_16"

[detailed_routing]
routed_wl_mm = 182.0
drt_iter0_drc = 2846
wl_per_cell_um = 24.46
num_vias = 37180
viasPerCell = 4.998
firstDrtPassIters = 6
drc = 0
ant_nets = 0

[yosys]
ys.flop_type = "dfrtp_1"
yosysCellCount = 5153
ys.flops = 593
synth.mux.area_fraction_pct = 0.01926
synthDistinctLibCells = 60
synthXorXnorAreaFrac_pct = 9.928
synth.logic.top_family = "adder cells"
synth-edff-count = 0
netlist_instances = 5153
yosysChipArea_mm2 = 0.05196
synth.avg_cell_area_um2 = 10.08
yosys.area_share.simple_pct = 3.997
syn_area_mm2 = 0.05196
yosys_warnings = 0
postSynthSeqShare_pct = 28.56
ys_async_sr_fraction_pct = 100.0
aoi_share_pct = 14.98
synthAdderAreaFrac_pct = 31.62

[job]
drv_cap = 0
tool_warnings = 27

[sta]
rsz0062_at_grt = "no"
setup-tns-final_ns = 0
tightest_slew_ns = 1.133
min_period_ns = 14.51
setup_viol = 0
hold_viol_final = 0
fmax_ghz = 0.06894
slew_violations = 0
slew_headroom_pct = 24.39
whs_ns = 4.861
min_period_over_period_pct = 55.37

[min_path]
hold_class = "input pin to register"

[grt]
grt_first_pass_wirelength_mm = 269.8
antenna_found_initial = 19
grt_overflow = 0
grt_start_max_net_pins = 117
grt.total_usage_pct = 22.17
grt_pass1_vias = 39390

[floorplan]
num_rows = 152
dieArea_mm2 = 0.1749
fp_util_pct = 30.26
design.core.area_mm2 = 0.1717
chipWidth_um = 418.2
fp.dieH_um = 418.2
ios = 131

[status]
status = "completed"

[pwr]
worst max-delay path, stage by stage (launching register included):
cell and delay (ns):
dfrtp_1 0.36, inv_1 0.29, fa_1 0.56, inv_1 0.44
fa_1 0.65, inv_1 0.14, fa_1 0.57, inv_1 0.05
fa_1 0.50, inv_1 0.05, fa_1 0.52, inv_1 0.05
fa_1 0.58, inv_1 0.07, fa_1 0.43, nor2b_1 0.17
o31a_1 0.18, o311ai_1 0.15, nor2_1 0.22, o21ai_1 0.27
a21oi_1 0.66, a21o_1 0.39, a31oi_1 0.28, o41ai_1 0.37
xor2_1 0.18, clkdlybuf4s50_1 0.47
through the flow:
stage	setup WS [ns]
6_report	11.69
5_1_grt	11.19
4_1_cts	11.62
3_5_place_dp	12.34
3_3_place_gp	12.32
2_1_floorplan	4.364
synthesized netlist by cell type, drive strengths merged, types with 31 or more instances:
library cell	number	share of area (%)
o21ai	478	4.6
and2	53	0.64
nand2	103	0.74
xnor2	55	0.93
a21oi	108	1.0
nand3	31	0.30
clkbuf	348	2.5
a22oi	391	5.6
fa	782	30
buf	68	0.49
nor2	133	0.96
xor2	534	9.0
inv	1090	7.9
dfrtp	593	29
a21o	53	0.77
ha	62	1.5
nor2b	31	0.37
a221o	78	1.5
sequential cells by signal (all words and copies together), names as in the netlist:
register	count
carry_stage	1
part_res_stage	592
final timing paths:
kind,start,end,cells after the start
worst max-delay path,part_res_stage[333],result[60],25
max in group asynchronous,rst,part_res_stage[625],5
min in group asynchronous,rst,part_res_stage[209],2
worst min-delay path,x[2],part_res_stage[51],2
logic make-up after synthesis:
logic type               after synthesis
other                                  1
XOR/XNOR                             589
flip-flops                           593
adder cells (fa/ha/maj)              844
AND-OR/OR-AND                       1196
buffers and inverters               1506
AND/OR/NAND/NOR                      423
multiplexers                           1
cell type report:
type                            instances  area (um^2)
Fill cell                           16930       114000
Inverter                             1090         4099
Sequential cell                       593        14840
Clock inverter                         20        281.5
Multi-Input combinational cell       3054        31620
Clock buffer                          101         1926
Tap cell                             2310         2890
Antenna cell                           10        25.02
Timing Repair Buffer                  262         2059
metal layers:
layer	part of all wire (%)	GRT usage, %	up-vias
li1	-	-	15920
met1	36	27.42	18950
met2	45	32.32	1940
met3	14	12.47	363
met4	4.6	9.058	14
met5	0.050	0.2779	-
