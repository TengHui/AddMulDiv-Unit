File: ./constraint.sdc
current_design rda_div

set clk_period 400.2
set clk_io_pct 0.2

create_clock -name clk0 -period $clk_period

set non_clock_inputs [all_inputs -no_clocks]
set_input_delay [expr $clk_period * $clk_io_pct] -clock clk0 $non_clock_inputs
set_output_delay [expr $clk_period * $clk_io_pct] -clock clk0 [all_outputs]
File: ./config.mk
export PLATFORM = sky130hd
export DESIGN_NAME = rda_div
export DESIGN_NICKNAME = rda_div
export VERILOG_FILES = /design/flow/design.v
export SDC_FILE = /design/flow/constraint.sdc
export NUM_CORES = 4
export LEC_CHECK = 1
export CORE_UTILIZATION = 30
export SYNTH_HDL_FRONTEND = slang
File: ./run.sh
#!/bin/bash
# OpenROAD 26Q1-2900-gdf79404cd8, Yosys 0.63+post, stock flow scripts
make -C /OpenROAD-flow-scripts/flow DESIGN_CONFIG=/design/flow/config.mk WORK_HOME=/design/flow/orfs finish
File: ./design.v
module rda_div
#(
    parameter WIDTH=32
)
(
    input [WIDTH-1:0] x,
    input [WIDTH-1:0] y,
    output reg [WIDTH-1:0] r,
    output reg [WIDTH-1:0] q
);
reg [2*WIDTH-1:0] A;
reg [2*WIDTH-1:0] D;
integer i;
always @(x or y) begin
    A = x[WIDTH-1] ? {{WIDTH{1'b0}},~x+1'b1} : {{WIDTH{1'b0}},x};
    D = y[WIDTH-1] ? {~y+1'b1,{WIDTH{1'b0}}} : {y,{WIDTH{1'b0}}};
    for(i = 0; i < WIDTH; i = i + 1) begin
        A = A << 1;
        A = A - D;
        if(A[2*WIDTH-1]==1'b1) begin
            A[0] = 1'b0;
            A = A + D; 
        end
        else begin
            A[0] = 1'b1;
        end
    end
    r = x[WIDTH-1] ? (~A[2*WIDTH-1:WIDTH]+1'b1) : A[2*WIDTH-1:WIDTH];
    q = x[WIDTH-1]^y[WIDTH-1] ? (~A[WIDTH-1:0]+1'b1) : A[WIDTH-1:0];
end
endmodule
==> results.txt <==
Outcome = finished, final reports clean
Multi-input logic area = 91,900 µm²
Clock period minus final worst setup slack = 354.76 ns
First-pass GRT wire length = 502 mm
Final period utilization = 0.886
Area fraction of the dominant cell type after synthesis = 0.266
Half-perimeter wire length after placement = 266 mm
Min-Delay Path Depth = 5
Max-capacitance violation count = 0
TNS Setup = 0 ns
Worst setup EP type = output port
Levels on crit path = 927
Crit path buf inv count = 43
Per-cell routed wire length = 18.4 µm
CP max stage cell = sky130_fd_sc_hd__or4_1
Worst slack, placed = 48.91 ns
Arrival time worst endpoint = 274.72 ns
Synthesized-area fraction occupied by ao, oa, aoi and oai cells = 0.302
Via count of the first global-routing pass = 86,200
Post-synthesis instance area = 95,500 µm²
Cell with the most instances on the worst path = sky130_fd_sc_hd__o21ai_0
Final setup violation count = 0
Quantity of hold-fixing buffers added after cts = 0
Cell count in the Yosys report = 14,000
Synthesized instance count = 14,000
Largest net degree at the start of global routing = 63
Area of the die = 321,000 µm²
Floorplan-stage core utilization = 0.302
Post-synth cell types = 117
Number of remaining DRC errors = 0
Cell type with the largest total area after synthesis = sky130_fd_sc_hd__ha_1
Boundary pin count = 128
Share of final-layout standard cells stronger than drive strength 1 = 0.0404
Vias = 96,300
Most common logic cells in the final layout = sky130_fd_sc_hd__ha_1 (2,034), sky130_fd_sc_hd__nor2_1 (1,727), sky130_fd_sc_hd__a21oi_1 (1,441), sky130_fd_sc_hd__o21ai_0 (1,212), sky130_fd_sc_hd__nand2_1 (1,169)
Overflow left after global routing = 0
Number of standard-cell rows in the floorplan = 206
Number of failing hold endpoints at the final stage = 0
Number of port buffers = 128
Crit-path max FO = 62
Vias per inst = 5.28
Max-slew headroom = 0.362
Simple-Gate Fraction of Synth Area = 0.200
Height of the die = 566 µm
Critical path class = input pin to output port
Layout sequential cell count = 0
Max Clock Freq = 2.82 MHz
Length of the first detailed-routing pass in iterations = 6
GP Congestion = 0.972
Number of synthesis warnings = 0
Leakage power of the design = 0.0486 µW
Resized Gates After CTS = 0
Critical Path Start Type = input pin
Initial antenna violation count = 23
Filler instances = 33,700
Synth mux share = 0.0219
Core region area = 316,000 µm²
Die Width = 566 µm
Layout overhead on the synthesized area = 8.25%
Power density over the cells = 16,200 nW/µm²
P_int = 737,000 µW
Sequential element share of the synthesized area = 0
Actual slew at the worst max-slew pin = 0.949 ns
Largest cells by area = sky130_fd_sc_hd__ha_1 (27%), sky130_fd_sc_hd__xnor2_1 (10%), sky130_fd_sc_hd__a21oi_1 (7.6%), sky130_fd_sc_hd__nor2_1 (6.8%), sky130_fd_sc_hd__o21ai_0 (6.4%)
Family with the most delay on the worst path = AND-OR/OR-AND gates
Post-synthesis xor/xnor area fraction = 0.150
Adder-Cell Fraction of Synth Area = 0.280
Worst min path class = input pin to output port
Average footprint of a synthesized cell = 6.84 µm²
Total global-route track usage = 0.205
NetSw = 939,000 µW
Worst setup margin = 45.44 ns
Number of pins with negative max-slew slack in the final report = 0
Number of clock buffers in the layout = 0
Number of OpenROAD warnings = 205
Post CTS Setup Buffer Count = 0
Final routed wirelength across all metal layers = 336 mm
Final antenna-violating net count = 0
Worst EP required = 320.16 ns
Synthesis area per yosys = 95,500 µm²
PnR Total Power = 1,680,000 µW
Fraction of power spent switching nets = 0.560
Dominant comb cell = AND-OR/OR-AND gates
Crit-path max cell delay = 0.79 ns
Setup repair after global routing missed its margin = false
Initial DRC Count = 6,018
Peak VDD IR = 5.59 mV
Most instantiated logic cell after routing = sky130_fd_sc_hd__ha_1
Register cell area after layout = 0 µm²
cells by family after synthesis:
family | Yosys count
muxes | 191
buffers and inverters | 1132
xor gates and xnor gates | 1627
and+or+nand+nor | 4247
adders and majority gates | 2098
AOI/OAI and AO/OA | 4668
worst min-delay path: stages:
cell and delay, ns:
sky130_fd_sc_hd__buf_2 0.25, sky130_fd_sc_hd__xor2_4 0.24, sky130_fd_sc_hd__o21ai_1 0.09, sky130_fd_sc_hd__xnor2_1 0.22, sky130_fd_sc_hd__clkdlybuf4s50_1 0.48
path summary, 6_finish.rpt:
kind,slack [ns],start,to
worst max-delay path,45.44,x[7],q[22]
worst min-delay path,161.39,y[31],q[31]
cell usage after synthesis, types with 33 or more instances:
library cell	n
sky130_fd_sc_hd__mux2i_1	51
sky130_fd_sc_hd__a21boi_0	375
sky130_fd_sc_hd__a21oi_1	1441
sky130_fd_sc_hd__a211oi_1	43
sky130_fd_sc_hd__fa_1	64
sky130_fd_sc_hd__nor2b_1	249
sky130_fd_sc_hd__o21ai_0	1213
sky130_fd_sc_hd__and2_1	76
sky130_fd_sc_hd__inv_1	884
sky130_fd_sc_hd__nand2b_1	248
sky130_fd_sc_hd__nand4_1	59
sky130_fd_sc_hd__mux2_2	132
sky130_fd_sc_hd__nand2_1	1170
sky130_fd_sc_hd__nor2_1	1730
sky130_fd_sc_hd__xor2_1	513
sky130_fd_sc_hd__o21a_1	145
sky130_fd_sc_hd__o21bai_1	326
sky130_fd_sc_hd__ha_1	2034
sky130_fd_sc_hd__a21o_1	663
sky130_fd_sc_hd__nand3_1	155
sky130_fd_sc_hd__a31oi_1	65
sky130_fd_sc_hd__clkbuf_1	189
sky130_fd_sc_hd__or2_2	51
sky130_fd_sc_hd__buf_1	33
sky130_fd_sc_hd__xnor2_1	1104
sky130_fd_sc_hd__and3_1	65
sky130_fd_sc_hd__o31ai_1	54
sky130_fd_sc_hd__nor3_1	204
sky130_fd_sc_hd__or3_1	92
power by group through the flow:
stage / Combinational, µW / Sequential [µW] / Clock [µW]
after CTS: 1680000 / 0 / 0
after global routing: 1710000 / 0 / 0
area by class of cell:
type,instances,share of cell area
multi-input cells,12800,0.889
repair buffers,343,0.0279
diodes,3,0.0000726
well taps,4160,0.0504
inverters,894,0.0326
per-stage QoR:
stage	util	instance area, µm²	std cells	hold slack [ns]
floorplan	-	95500	14000	160.33
global placement	0.327	103000	18200	161.36
detailed placement	0.327	103000	18200	161.33
CTS	0.327	103000	18200	161.35
global route	0.327	103000	18200	161.37
finish	0.327	103000	18200	161.39
layer usage:
layer	wire length [µm]	up-vias	track usage
li1	-	49900	-
met1	152000	43400	0.281
met2	149000	2454	0.335
met3	22800	458	0.0285
met4	11600	10	0.0571
met5	65	-	0
Power figures rest on the tool's default switching activity, not on a simulated workload.
