## ./design.v

```verilog
module full_adder(
    input a,
    input b,
    input cin,
    output cout,
    output s
);
assign s = a ^ b ^ cin;
assign cout = a & b | (cin & (a ^ b));
endmodule
module csa 
#(
    parameter WIDTH=64
) 
(
	input [WIDTH-1:0] op1,
	input [WIDTH-1:0] op2,
	input [WIDTH-1:0] op3,
	output [WIDTH-1:0] S,
	output [WIDTH-1:0] C
);
genvar i;
generate
	for(i=0; i<WIDTH; i=i+1) begin
		full_adder u_full_adder(
			.a      (   op1[i]    ),
			.b      (   op2[i]    ),
			.cin    (   op3[i]    ),
			.cout   (   C[i]	  ),
			.s      (   S[i]      )
		);
	end
endgenerate
endmodule
```

## ./run.sh

```bash
#!/bin/bash
# OpenROAD 26Q1-2900-gdf79404cd8, Yosys 0.63+post, stock flow scripts
make -C /OpenROAD-flow-scripts/flow DESIGN_CONFIG=/design/flow/config.mk WORK_HOME=/design/flow/orfs finish
```

## ./config.mk

```make
export PLATFORM = sky130hd
export DESIGN_NAME = csa
export DESIGN_NICKNAME = csa
export VERILOG_FILES = /design/flow/design.v
export SDC_FILE = /design/flow/constraint.sdc
export NUM_CORES = 4
export LEC_CHECK = 1
export CORE_AREA = 10 10 138 138
export DIE_AREA = 0 0 148 148
export SYNTH_HDL_FRONTEND = slang
```

## ./constraint.sdc

```tcl
current_design csa

set clk_period 1.2
set clk_io_pct 0.2

create_clock -name clk0 -period $clk_period

set non_clock_inputs [all_inputs -no_clocks]
set_input_delay [expr $clk_period * $clk_io_pct] -clock clk0 $non_clock_inputs
set_output_delay [expr $clk_period * $clk_io_pct] -clock clk0 [all_outputs]
```

==> run summary <==
This note records the results obtained with Yosys and OpenROAD.

Synthesis
The synthesized area per cell is 11.7 um2. The cell area after synthesis is approximately 2200 um2. The leading area contributor after synthesis is sky130_fd_sc_hd__fa_1. The summed standard-cell area reported by yosys is 2240 um2. By count the netlist is led by sky130_fd_sc_hd__buf_4, sky130_fd_sc_hd__fa_1. The yosys stat cell total is 192.

The most frequently used library cell after synthesis is sky130_fd_sc_hd__buf_4. The part of the Yosys area used for sequential elements is 0%. The count of cell types in the netlist is 2. The fraction of post-synthesis cell area in the top cell type by area is 57.1%. The synthesized instance count is 192. The main area contributors are sky130_fd_sc_hd__fa_1, sky130_fd_sc_hd__buf_4. For this run, the number of Yosys warnings is 0.

Worst setup path
The arrival time at the worst endpoint is 1.01 ns. The required time of the worst setup path is ~0.96 ns. The kind of end point of the critical path is a primary output. The maximum fanout along the worst path is 1. The critical path starts at op3[57].

The sort of element at the start of the critical path is a primary input. The critical path is of the in -> out type.

Global routing
The initial antenna violation count is 0. Global routing used 8.76% of the available tracks across all layers. The pin count of the biggest net entering global routing is 2. The first global-routing pass estimated 14800 um of wire. The via count of the first global-routing pass is 2356.

For this run the aggregate overflow at the end of global routing stands at 0.

Final timing
The worst-case setup margin in the final layout is -0.0520 ns. Per the timing report, the achievable frequency comes out to about 800 MHz. Counting pins that exceed their max-slew limit in the final report gives 0. The end-of-flow timing check tallies setup violations at 36.

The final period demand of the worst path is 1.25 ns. The max-slew check reports its worst relative slack as 93.2%. The final hold slack is 0.772 ns. The part of the cycle the worst path needs is 104%.

The hold violation count in the final report is 0. The transition time of the tightest slew-check pin is around 0.10 ns. Setup repair after global routing could not meet its margin everywhere. The final sum of negative setup slack is -0.548 ns.

Final layout
Compared with the post-synthesis result, the final layout area differs by 85.2%. The layout has 0 clock buffers. The total area of sequential cells is 0 um2. The total number of sequential cells is 0. The post-layout utilization of the core is between 20% and 30%.

In the final layout, the share of cells above drive strength 1 is 78.6%.

Floorplan
The die outline height is approximately 150 um. The core footprint is 16000 um2. The number of standard-cell rows in the floorplan is 46. The x dimension of the die is 148 um. The share of the core area taken by cells at floorplan is 14.0%. The chip occupies 21900 um2. The number of placed I/O pins is around 320.

Placement
The number of buffers inserted by port buffering is 320. The placement summary gives the final routability congestion estimate as 0.850. The placement-stage worst setup slack is -0.834 ns. Detailed placement finished with a half-perimeter wire length of 9880 um.

Min path
The startpoint of the most critical hold path is op1[44]. Along the worst hold path, the cell count comes to 3. The worst min-delay path category is in -> out. The destination of the worst hold path is S[44].

Pwr
The final power report lists total power as 1.45 mW. The leakage dissipation is just under 2 nW. Per the summary, power density relative to cell area is 349 nW/um2. The worst-case IR drop observed on VDD is 0.000116 V.

Run status
The flow ran to the end, but the final reports show violations. The checks that failed: setup timing.

Drt
Per the post-route antenna check, the number of violating nets is 0. After detailed routing, the total wire length is 10200 um. The DRC violations left is 0. The detail-routed via count per cell is 3.23. The first routing iteration left 19 violations. The first detailed-routing pass took 3 iterations. The script logs the mean routed wire length per placed instance as approximately 17 um. The detailed router placed around 1900 vias in this run. The number of diodes is 0.

Clock tree
The number of setup buffers added after CTS is 0.

Job
The warning total across the stage logs is 34. The number of max-cap violations is 0.
-- where the power goes --
group          internal [mW]  leakage [nW]  switching [mW]
Sequential                 0             0               0
Combinational          0.989          1.97           0.458
Clock                      0             0               0
-- stage by stage --
| stage | instances | cell area [um2] |
|---|---|---|
| finish | 600 | 4150 |
| detailed placement | 600 | 4750 |
| CTS | 600 | 3960 |
| floorplan | 192 | 2240 |
| global placement | 600 | 4750 |
| global route | 600 | 4150 |
-- critical path: stages --
cell	delay, ns
sky130_fd_sc_hd__buf_6	0.09
sky130_fd_sc_hd__fa_2	0.58
sky130_fd_sc_hd__buf_2	0.10
-- worst max-delay path by stage --
stage	endpoint	slack, ns	cells after the start
6_report	S[57]	-0.05	3
4_1_cts	S[57]	-0.07	3
5_1_grt	S[57]	-0.08	3
-- placed cells by master, fill, tap and decap left out --
master,Yosys,layout
sky130_fd_sc_hd__fa_2,0,32
sky130_fd_sc_hd__clkbuf_2,0,7
sky130_fd_sc_hd__dlygate4sd2_1,0,8
sky130_fd_sc_hd__clkdlybuf4s15_1,0,42
sky130_fd_sc_hd__buf_2,0,155
sky130_fd_sc_hd__fa_1,64,32
sky130_fd_sc_hd__clkdlybuf4s15_2,0,1
sky130_fd_sc_hd__buf_4,128,1
sky130_fd_sc_hd__buf_6,0,104
sky130_fd_sc_hd__buf_8,0,2
-- layer usage --
layer	vias to the layer above	global-route usage, %	share of wire [%]
li1	832	-	-
met1	924	9.04	31
met2	178	16.4	55
met3	2	4.34	14
met4	0	0.149	0.22
met5	-	0	0
-- cell families (layout without fill, tap and decap cells) --
group | after synthesis | in the layout | synth area share (%)
buf+inv | 128 | 320 | 42.9
fa+ha+maj | 64 | 64 | 57.1
-- final cells by class --
cell class	instances	area, um2
Fill cell	1752	11800
Multi-Input combinational cell	64	1360
Tap cell	216	270
Timing Repair Buffer	320	2520
-- what timing repair did --
action	CTS	global route
endpoints found under the setup margin	128	73
pin swaps	63	37
hold buffers	0	0
gates resized	1196	50
No activity file was given, so power comes from the tool's default toggle rates.
